==> design/flow/config.mk <==
export PLATFORM = sky130hd
export DESIGN_NAME = spi_slave
export DESIGN_NICKNAME = spi_slave
export VERILOG_FILES = /design/flow/design.v
export SDC_FILE = /design/flow/constraint.sdc
export NUM_CORES = 4
export LEC_CHECK = 1
export CORE_AREA = 10 10 89 89
export DIE_AREA = 0 0 99 99
==> design/flow/run.sh <==
#!/bin/bash
# OpenROAD 26Q1-2900-gdf79404cd8, Yosys 0.63+post, stock flow scripts
make -C /OpenROAD-flow-scripts/flow DESIGN_CONFIG=/design/flow/config.mk WORK_HOME=/design/flow/orfs finish
==> design/flow/design.v <==
`default_nettype none
`timescale 1 ns / 100 ps
module spi_slave
 (
  input wire         nCS,
  input wire         SCK,
  input wire         MOSI,
  output logic       MISO,
  input wire         clk,
  input wire         reset,
  output logic [7:0] mosi_data,
  input wire [7:0]   miso_data,
  output logic       next_byte_ready,
  output logic       new_transfer
);
   logic [7:0]        mosi_data_nxt;
   logic [7:0]        shiftreg, shiftreg_nxt, shiftreg_mosi;
   logic [2:0]        numbits, numbits_nxt;
   logic              is_last_bit;
   logic              next_byte_tgl, next_byte_tgl_nxt;
   logic [2:0]        next_byte_tgl_sync;
   logic [1:0]        new_transfer_flag;
   logic              new_transfer_tgl, new_transfer_tgl_nxt;
   logic [2:0]        new_transfer_tgl_sync;
initial next_byte_tgl = 0;
initial new_transfer_tgl = 0;
assign is_last_bit = (numbits == 7);
assign numbits_nxt = numbits + 1'd1;
assign shiftreg_mosi = {shiftreg[6:0],MOSI};
assign shiftreg_nxt = is_last_bit ? miso_data : shiftreg_mosi;
assign mosi_data_nxt = is_last_bit ? shiftreg_mosi : mosi_data;
assign next_byte_tgl_nxt = is_last_bit ? !next_byte_tgl : next_byte_tgl;
assign new_transfer_tgl_nxt = (!new_transfer_flag[1] && new_transfer_flag[0]) ^ new_transfer_tgl;
always_ff @(posedge SCK or posedge nCS)
  if (nCS) begin
     shiftreg          <= 0;
     numbits           <= 0;
     new_transfer_flag <= 0;
  end else begin  
     shiftreg          <= shiftreg_nxt;
     numbits           <= numbits_nxt;
     mosi_data         <= mosi_data_nxt;
     next_byte_tgl     <= next_byte_tgl_nxt;
     new_transfer_flag <= {new_transfer_flag[0],1'b1};
     new_transfer_tgl  <= new_transfer_tgl_nxt;
  end
always_ff @(negedge SCK or posedge nCS)
  if (nCS)
    MISO <= 0;
  else
    MISO <= shiftreg[7];
always_ff @(posedge clk or posedge reset)
  if (reset) begin
     next_byte_tgl_sync    <= 0;
     new_transfer_tgl_sync <= 0;
  end else begin
     next_byte_tgl_sync    <= {next_byte_tgl_sync[1:0],next_byte_tgl};
     new_transfer_tgl_sync <= {new_transfer_tgl_sync[1:0],new_transfer_tgl};
  end
assign next_byte_ready = next_byte_tgl_sync[2] ^ next_byte_tgl_sync[1];
assign new_transfer = new_transfer_tgl_sync[2] ^ new_transfer_tgl_sync[1];
endmodule
==> design/flow/constraint.sdc <==
current_design spi_slave

set clk_period 2.4
set clk_io_pct 0.2

create_clock -name clk0 -period $clk_period [get_ports {SCK}]
create_clock -name clk1 -period $clk_period [get_ports {clk}]

set non_clock_inputs [all_inputs -no_clocks]
set_input_delay [expr $clk_period * $clk_io_pct] -clock clk0 $non_clock_inputs
set_output_delay [expr $clk_period * $clk_io_pct] -clock clk0 [all_outputs]
==> results.toml <==
# generated from flow reports
[logic_synthesis]
synth_flops = 30
ys_warn_count = 1
postSynthAreaPerCell_um2 = 19.9
ys_chip_area_mm2 = 0.00101
syn_inst = 51
yosys_cells = 51
netlist-cell-type-count = 12
synth_area_mm2 = 0.00101
postSynthSeqShare_pct = 78.9

[critical_path]
ff2ff_path_depth = 0
cp-end-kind = "output pin"
crit_start = "MISO"
r2r-end = "MISO"
path_max_fanout = 1
r2r_slack_ns = 0.70
cp.depth = 1
crit_path_cell_trace = "buf_2"
r2r_start = "shiftreg[7]"
crit_path_start_kind = "flip-flop"
crit_path_end = "MISO"
critPathMaxStageDelay_ns = 0.39
critPathTopFamily = "flip-flops"
cp_data_arrival_time_ns = 1.95
path_buffers = 1
required_ns = 1.92
criticalPathCategory = "flip-flop to output pin"
slowest_stage = "dfrtn_1"

[clocking]
hold_buffers = 0
cts_sinks = 30
cts_setup_buffers = 0
tritoncts = "yes"
path_clk_slew_ns = 0.06

[grt]
use_met1_pct = 4.44
grt.met2_usage_pct = 4.51
grt_usage_pct = 3.52
antenna_found_initial = 0
grt_pass1_vias = 520
grt-ovfl-total = 0
grt_pass1_wl_mm = 2.70
grt_max_degree = 15
grt-busiest-layer = "met2"
grtUsageMet3_pct = 3.24

[sta]
maxSlewHeadroom_pct = 62.2
hold_ws_ns = 0.346
finalSetupViolations = 1
max_slew.worst_pin.slew_ns = 0.567
worst_slack_ns = -0.0335
drv_slew = 0
hold_violations = 0
finalClockSkew_ns = 0.0125
rsz0062_at_grt = "true"

[power]
peakVddDrop_mv = 0.385
power_density_mw_per_mm2 = 771
leakage_nw = 0.597
finalPower_mw = 1.11

[route]
drc = 0
avgViaCountPerCell = 3.10
ant_nets = 0
wirelength_mm = 1.66
num_antenna_cells = 0
vias = 484
firstDrtPassIters = 4
post_drt_wl_per_cell_um = 10.6
drt_iter0_drc = 3

[cells_and_area]
fin_cells = 156
drive_above_1_share_pct = 22.2
fill_cells = 601
area_growth_pct = 41.9

[die]
die_h_um = 99
io_pins = 24
die-area_mm2 = 0.00980
fp_util_pct = 16.9
die_w_um = 99
core_area_mm2 = 0.00599
std_cell_rows = 28

[flow_run]
warnings = 28
maxCapViolCount = 0

[place]
dp_cells = 149
place.detailed.hpwl_mm = 1.33
place_congestion = 0.746
io_buffers = 22

[outcome]
status = "finished with violations"
violations = "setup timing"

[min_path]
min_path_type = "flip-flop to flip-flop"
-- kinds of logic after synthesis --
logic type / after synthesis / share of synthesized area (%)
buffers and inverters: 5 / 2.59
multiplexers: 8 / 11.8
XOR/XNOR: 3 / 2.59
adder cells (fa/ha/maj): 2 / 2.47
AND/OR/NAND/NOR: 2 / 1.23
other: 1 / 0.370
flip-flops: 30 / 78.9
-- flip-flops by register name, indices dropped and copies added (netlist names) --
| signal | count |
|---|---|
| MISO | 1 |
| mosi_data | 8 |
| new_transfer_flag | 2 |
| new_transfer_tgl | 1 |
| new_transfer_tgl_sync | 3 |
| next_byte_tgl | 1 |
| next_byte_tgl_sync | 3 |
| numbits | 3 |
| shiftreg | 8 |
-- worst min-delay path by stage --
stage	startpoint	endpoint	slack, ns	depth (start not counted)
finish	new_transfer_tgl_sync[0]	new_transfer_tgl_sync[1]	0.35	0
global route	new_transfer_tgl_sync[0]	new_transfer_tgl_sync[1]	0.35	0
CTS	new_transfer_tgl_sync[0]	new_transfer_tgl_sync[1]	0.35	0
-- final cells by class --
| cell class | instances | area (um2) | share of cell area, % |
|---|---|---|---|
| tap | 75 | 93.8 | 6.52 |
| inverter | 4 | 15.0 | 1.04 |
| sequential | 30 | 801 | 55.6 |
| multi-input combinational | 16 | 188 | 13.0 |
| timing repair buffer | 24 | 230 | 16.0 |
| clock buffer | 6 | 82.6 | 5.73 |
| clock inverter | 1 | 30.0 | 2.09 |
-- layout by cell type (no fill, tap or decap) --
| cell type | netlist | layout |
|---|---|---|
| conb_1 | 1 | 1 |
| nor2b_1 | 1 | 1 |
| buf_4 | 0 | 2 |
| dfrtp_1 | 19 | 19 |
| bufinv_16 | 0 | 1 |
| ha_1 | 2 | 2 |
| mux2_4 | 8 | 8 |
| inv_1 | 4 | 4 |
| nand2b_1 | 1 | 1 |
| dfrtn_1 | 1 | 1 |
| xnor2_1 | 1 | 1 |
| xor2_1 | 2 | 2 |
| buf_2 | 0 | 1 |
| clkdlybuf4s50_1 | 0 | 21 |
| clkbuf_8 | 0 | 6 |
| edfxtp_1 | 10 | 10 |
-- routing by layer --
metal,wire length (um),vias up
li1,-,229
met4,0,0
met1,759,233
met5,0,-
met3,240,0
met2,658,22
-- Yosys cell counts --
| cell | instances | area, um2 |
|---|---|---|
| mux2_4 | 8 | 120 |
| nor2b_1 | 1 | 6.26 |
| xor2_1 | 2 | 17.5 |
| nand2b_1 | 1 | 6.26 |
| buf_6 | 1 | 11.3 |
| xnor2_1 | 1 | 8.76 |
| dfrtn_1 | 1 | 25.0 |
| ha_1 | 2 | 25.0 |
| edfxtp_1 | 10 | 300 |
| conb_1 | 1 | 3.75 |
| dfrtp_1 | 19 | 475 |
| inv_1 | 4 | 15.0 |
-- power breakdown --
part / leakage (nW) / total, mW / internal [mW] / switching [mW]
logic: 0.208 / 0.0611 / 0.0456 / 0.0155
registers: 0.331 / 0.564 / 0.554 / 0.00970
clock network: 0.0573 / 0.486 / 0.330 / 0.156
total: 0.597 / 1.11 / 0.929 / 0.181
-- what timing repair did --
item / CTS / global route
setup endpoints to repair: 1 / 1
hold endpoints to repair: 0 / 0
gates resized: 3 / 0
cloned: 0 / 0
-- per-stage QoR --
stage          setup TNS, ns  util (%)  setup slack [ns]  cell area (um2)
6_report             -0.0335      24.0           -0.0335             1440
5_1_grt              -0.0765      24.0           -0.0765             1440
3_3_place_gp          -0.115      22.2            -0.115             1330
2_1_floorplan              0         -             0.383             1010
3_5_place_dp          -0.116      22.2            -0.116             1330
4_1_cts              -0.0390      24.0           -0.0390             1440
No activity file was given, so power comes from the tool's default toggle rates.
